[flow/design.v]
module spi_master
#(
    parameter CLKS_PER_HALF_BIT = 2  
)
(
    input logic       i_rst,
    input logic       i_clk,
    input logic       i_tx_valid,
    input logic [7:0] i_tx_byte,
    output logic      o_tx_ready,
    output logic       o_rx_valid,
    output logic [7:0] o_rx_byte,
    output logic      o_sclk,
    output logic      o_mosi,
    output logic      o_cs_n,
    input logic       i_miso
);
typedef enum logic [0:0] {
    S_IDLE,      
    S_TRANSMIT   
} tx_state_t;
parameter BITS_PER_BYTE = 8;
tx_state_t tx_state_nxt, tx_state_ff;
logic [7:0] tx_byte_ff, tx_byte_nxt, rx_byte_ff, rx_byte_nxt;
logic [3:0] spi_clks_cnt_nxt, spi_clks_cnt_ff;  
logic [$bits(CLKS_PER_HALF_BIT)-1:0] clks_cnt_nxt,clks_cnt_ff;
logic sclk_ff, sclk_nxt;
logic cs_ff, cs_nxt;
logic rx_valid_ff, rx_valid_nxt;
always_comb begin
    tx_state_nxt = tx_state_ff;
    tx_byte_nxt  = tx_byte_ff;
    clks_cnt_nxt = clks_cnt_ff;
    spi_clks_cnt_nxt = spi_clks_cnt_ff;
    sclk_nxt = sclk_ff;
    cs_nxt  = cs_ff;
    rx_valid_nxt = rx_valid_ff;
    rx_byte_nxt  = rx_byte_ff;
    o_tx_ready = 1'b0;
    case (tx_state_ff)
        S_IDLE: begin
            o_tx_ready = 1'b1;
            sclk_nxt = 1'b0;
            rx_valid_nxt = 1'b0;
            if (i_tx_valid) begin
                tx_byte_nxt  = i_tx_byte;
                tx_state_nxt = S_TRANSMIT;
                spi_clks_cnt_nxt = BITS_PER_BYTE;
                clks_cnt_nxt = CLKS_PER_HALF_BIT;
                cs_nxt    = 1'b0;
                rx_byte_nxt = {rx_byte_ff[6:0], i_miso};
            end else begin
                tx_state_nxt = S_IDLE;  
            end
        end
        S_TRANSMIT: begin
            if ((spi_clks_cnt_ff == 0) && (clks_cnt_ff == 1)) begin  
                tx_state_nxt = S_IDLE;  
                sclk_nxt   = 1'b0;      
                cs_nxt    = 1'b1; 
                rx_valid_nxt = 1'b1;           
            end else begin
                if ((clks_cnt_ff == 1)) begin 
                    if (sclk_ff) begin  
                        spi_clks_cnt_nxt = spi_clks_cnt_ff - 1;
                        tx_byte_nxt      = tx_byte_ff << 1;
                    end else begin  
                        rx_byte_nxt = {rx_byte_ff[6:0], i_miso};
                    end
                    clks_cnt_nxt = CLKS_PER_HALF_BIT;
                    sclk_nxt = !sclk_nxt;
                end else begin
                    clks_cnt_nxt = clks_cnt_ff - 1;
                end
                tx_state_nxt = S_TRANSMIT;
            end
        end
    endcase
end
always_ff @(posedge i_clk) begin
    tx_state_ff         <= tx_state_nxt;
    tx_byte_ff          <= tx_byte_nxt;
    spi_clks_cnt_ff     <= spi_clks_cnt_nxt;
    clks_cnt_ff         <= clks_cnt_nxt;
    cs_ff               <= cs_nxt;
    rx_valid_ff         <= rx_valid_nxt;
    rx_byte_ff          <= rx_byte_nxt;
    sclk_ff             <= sclk_nxt;
    if (i_rst) begin
        tx_state_ff     <= S_IDLE;
        tx_byte_ff      <= '0;
        spi_clks_cnt_ff <= '0;
        clks_cnt_ff     <= '0;
        sclk_ff         <= 1'b0;
        cs_ff           <= 1'b1;
        rx_valid_ff     <= 1'b0;
        rx_byte_ff      <= 8'h00;
    end
end
assign o_sclk     = sclk_ff;
assign o_mosi     = tx_byte_ff[7];
assign o_cs_n     = cs_ff; 
assign o_rx_valid = rx_valid_ff;
assign o_rx_byte  = rx_byte_ff;
endmodule
[flow/run.sh]
#!/bin/bash
# OpenROAD 26Q1-2900-gdf79404cd8, Yosys 0.63+post, stock flow scripts
make -C /OpenROAD-flow-scripts/flow DESIGN_CONFIG=/design/flow/config.mk WORK_HOME=/design/flow/orfs finish
[flow/config.mk]
export PLATFORM = sky130hd
export DESIGN_NAME = spi_master
export DESIGN_NICKNAME = spi_master
export VERILOG_FILES = /design/flow/design.v
export SDC_FILE = /design/flow/constraint.sdc
export NUM_CORES = 4
export LEC_CHECK = 1
export CORE_UTILIZATION = 30
[flow/constraint.sdc]
current_design spi_master

set clk_period 4.8
set clk_io_pct 0.2

create_clock -name clk0 -period $clk_period [get_ports {i_clk}]

set non_clock_inputs [all_inputs -no_clocks]
set_input_delay [expr $clk_period * $clk_io_pct] -clock clk0 $non_clock_inputs
set_output_delay [expr $clk_period * $clk_io_pct] -clock clk0 [all_outputs]
==> impl_report.txt <==
==== FLOW RESULTS ====
----------------------------------------------------
[Setup path]
  Slowest-stage cell, CP ........................ or4_1
  Worst path bufs/invs ........................ 1
  Kind of start point of the critical path ........................ input port
  Arrival time worst endpoint ........................ 3.15 ns
  Family with the most delay on the worst path ........................ simple AND/OR/NAND/NOR gates
  Type of the worst setup path ........................ in2reg
  Critical path data required time ........................ 5.06 ns
  Highest fanout seen on the critical path ........................ 11
  Type of destination of the critical path ........................ flip-flop
  Cell chain of the critical path ........................ clkdlybuf4s50_1 -> or2_2 -> nand4_1 -> or4_1 -> or3_1 -> a21oi_1
  Longest individual stage delay on the worst path ........................ 0.58 ns

[Synth]
  Xor/xnor share of the synthesized area ........................ 0.922%
  Dominant register cell in the synthesized netlist ........................ dfxtp_1
  Main combinational cell family by area after synthesis ........................ simple AND/OR/NAND/NOR gates
  Top-area cell share ........................ 39.3%
  Ys flops ........................ 56
  Count of flip-flops with a built-in enable after synthesis ........................ 0
  Post-synth ARST share ........................ 0%
  Post-Syn Area ........................ around 2900 um2
  Distinct lib cells used ........................ 42
  Adder and majority cell fraction of the synthesized area ........................ 1.32%
  Number of standard cells after synthesis ........................ 341
  Compound-gate portion of the synthesized area ........................ 17.2%
  Simple-gate area share of the yosys netlist ........................ about a third
  Yosys cell count ........................ between 300 and 400
  Sequential area share after synthesis ........................ about two fifths
  Synth Area per Inst ........................ 8.36 um2
  Dominant cells by area after synthesis ........................ dfxtp_1, or4_1, a21oi_1
  Yosys top cell by area ........................ dfxtp_1
  Area fraction in mux cells ........................ 3.91%
  Warnings, synthesis ........................ 1
  Total cell area reported by yosys after synthesis ........................ between 2000 and 3000 um2

[STA]
  Setup TNS ........................ 0 ns
  Slew Limit Headroom ........................ 39.6%
  Post-route clock skew ........................ 0.0105 ns
  Tightest Pin Transition ........................ 0.896 ns
  Final setup vio count ........................ 0
  Setup repair after global routing missed its margin ........................ false
  Final Hold Fails ........................ 0
  Achievable frequency ........................ around 0.35 GHz
  Period Utilization, post-route ........................ 60.2%
  Final critical path time including I/O delays and setup ........................ approximately 2.9 ns
  Final Max Slew Viols ........................ 0
  Final-layout worst hold slack ........................ roughly 0.47 ns

[Cells and area]
  Layout overhead on the synthesized area ........................ 15.5%
  Fraction of layout cells with a size suffix above 1 ........................ 6.18%

[Place]
  Placer's final routability congestion estimate ........................ approximately 0.85
  Placed wire-length estimate after detailed placement ........................ 4620 um
  PortBufs ........................ 24

[Clocking]
  H-tree levels ........................ 2
  Quantity of gates resized following cts ........................ 0
  Number of buffers inserted by hold repair at cts ........................ 0
  Clock latency of the later-clocked register in the worst-skew pair ........................ 0.32 ns
  CTS tree ........................ done
  Clock sink total ........................ 56
  Clock edge transition at the registers on the reported setup and hold paths ........................ 0.10 ns
  Post CTS Setup Buffer Count ........................ 0
  Num CTS Buffers ........................ 5
  Maximum clock path buffer count ........................ 2
  Clock root buffer ........................ clkbuf_8

[Drt]
  Pre-Repair DR Iteration Count ........................ 4
  Initial DRC count ........................ roughly 190
  Wire length per cell ........................ 14.1 um
  Vias per cell ........................ 5.47
  Remaining antenna violation count ........................ 0
  Diodes inserted ........................ 0
  # DRC ........................ 0
  Wire length after detailed routing ........................ 6850 um
  Vias after detailed routing ........................ between 2k and 3k

[Power]
  Cell leakage power ........................ 1.12 nW
  Worst-case vdd ir drop ........................ 0.153 mV
  Power per unit of standard cell area ........................ 380 nW/um2

[Die]
  Die Y-Extent ........................ 99.5 um
  Core box area ........................ around 9200 um2
  Die X ........................ just under 100 um
  Fraction of the core area occupied by cells at floorplan ........................ between 30% and 40%
  Die area ........................ 9890 um2
  Row Count ........................ 35
  I/O pin count ........................ 25

[Global routing]
  Global-route wire length before repair ........................ ~12000 um
  Via count of the first global-routing pass ........................ about 2.5k
  Antenna violations before repair ........................ 0
  Overflow left after global routing ........................ 0
  Maximum number of pins on one net before global-route repair ........................ 43
  Overall fraction of global-route tracks in use ........................ 14.8%

[Run]
  Max-Cap Viols ........................ 0
  OpenROAD warning count ........................ 26

[Hold path]
  Class of the tightest hold or removal check ........................ reg2reg

[Outcome]
  Status ........................ finished clean

----------------------------------------------------
## cell type report
| class | count | area, um2 |
|---|---|---|
| timing repair buffer | 28 | 270 |
| clock buffer | 5 | 68.8 |
| fill | 940 | 5950 |
| clock inverter | 3 | 18.8 |
| multi-input combinational | 257 | 1630 |
| sequential | 56 | 1120 |
| tap | 129 | 161 |
| inverter | 7 | 26.3 |
## flip-flops by register name, summed over array words and instances, names as in the netlist
register	count
rx_byte_ff	8
tx_state_ff	1
rx_valid_ff	1
tx_byte_ff	8
spi_clks_cnt_ff	4
cs_ff	1
clks_cnt_ff	32
sclk_ff	1
## power by group
| group | switching (mW) | leakage [nW] | total (mW) | internal, mW |
|---|---|---|---|---|
| Combinational | 0.263 | 0.616 | 0.438 | 0.175 |
| Sequential | 0.0435 | 0.457 | 0.550 | 0.507 |
| Clock | 0.161 | 0.0479 | 0.263 | 0.102 |
## worst min-delay path, delay by kind of cell (launching register included)
kind / cells / cell delay, ns
DFF: 1 / 0.33
muxes: 1 / 0.05
and+or+nand+nor: 1 / 0.05
## cell usage in the layout (no fill, tap or decap), types with 2 or more instances in the layout
master and instances:
nor4_1 7, xor2_1 3, nor2_1 17, clkdlybuf4s50_1 24, o41ai_1 4, ha_1 3
or3_1 12, dfxtp_1 56, nor4b_1 2, and2_1 2, nand3_1 13, nand4b_1 5
nor2b_1 9, clkinv_2 2, mux2i_1 10, nand2_1 28, and4_1 3, or4_1 21
or4_4 3, a221oi_1 8, nand3b_1 3, clkbuf_8 5, inv_1 7, o31ai_1 12
nor3b_1 2, nor4_2 2, o21ai_0 13, nor3_1 24, a21oi_1 30, buf_4 4
nand4_1 8
## path summary, 6_finish.rpt
| path | startpoint | endpoint | slack, ns | cells past startpoint |
|---|---|---|---|---|
| min | rx_byte_ff[7] | rx_byte_ff[7] | 0.47 | 2 |
| max reg2reg | clks_cnt_ff[20] | clks_cnt_ff[29] | 1.95 | 6 |
| max | i_tx_valid | clks_cnt_ff[16] | 1.91 | 6 |
| min reg2reg | rx_byte_ff[7] | rx_byte_ff[7] | 0.47 | 2 |
## through the flow
step	cell area (um2)	worst slack, ns	power (mW)	cells	utilization (%)
2_1_floorplan	2850	2.37	0.886	341	-
3_3_place_gp	3210	1.65	0.990	477	34.7
3_5_place_dp	3210	1.58	0.993	477	34.7
4_1_cts	3290	1.93	1.26	485	35.6
5_1_grt	3290	1.73	1.34	485	35.6
6_report	3290	1.91	1.25	485	35.6
## synth_stat cells (3+ instances only)
cell type / n
or3_1: 12
nor4_1: 8
nor2b_1: 9
nand2_1: 28
a221oi_1: 8
xor2_1: 3
o21ai_0: 13
a21oi_1: 30
nand3b_1: 3
mux2i_1: 10
or4_4: 3
inv_1: 7
or4_1: 21
o41ai_1: 4
and4_1: 3
o31ai_1: 12
dfxtp_1: 56
nand3_1: 13
clkbuf_1: 18
nor3_1: 24
nand4b_1: 5
nand4_1: 8
nor2_1: 17
buf_2: 3
ha_1: 3
## logic make-up (layout without fill, tap and decap cells)
logic type      count (synthesis)  count (layout)
compound gates                 75              75
xor+xnor                        3               3
fa+ha+maj                       3               3
buf+inv                        28              43
flops                          56              56
mux                            11              11
simple gates                  165             165
## layer usage
layer | GRT usage, % | wire, um | vias to the layer above
met2 | 22.2 | 2990 | 80
met1 | 22.8 | 3310 | 1233
met4 | 1.47 | 65 | 0
met3 | 3.36 | 486 | 7
met5 | 0 | 0 | -
li1 | - | - | 1335
No activity file was given, so power comes from the tool's default toggle rates.
